==> design/flow/design.v <==
module alu(
    input  logic    [31:0]  data1,
    input  logic    [31:0]  data2,
    input  logic    [3:0]   aluop,
    output logic    [31:0]  alu_result,
    output logic            zero
);
    localparam ALU_AND = 4'b0000;
    localparam ALU_OR  = 4'b0001;
    localparam ALU_ADD = 4'b0010;
    localparam ALU_SUB = 4'b0011;
    localparam ALU_XOR = 4'b0100;
    localparam ALU_SLL = 4'b0101;
    localparam ALU_SRL = 4'b0110;
    localparam ALU_SLT = 4'b0111;
    always_comb begin
        case (aluop)
            ALU_AND: alu_result = data1 & data2;
            ALU_OR:  alu_result = data1 | data2;
            ALU_ADD: alu_result = data1 + data2;
            ALU_SUB: alu_result = data1 - data2;
            ALU_XOR: alu_result = data1 ^ data2;
            ALU_SLL: alu_result = data1 << data2[4:0];
            ALU_SRL: alu_result = data1 >> data2[4:0];
            ALU_SLT: alu_result = ($signed(data1) < $signed(data2)) ? 32'h1 : 32'h0;
            default: alu_result = '0;
        endcase
    end
    assign zero = (alu_result == '0);
endmodule
==> design/flow/run.sh <==
#!/bin/bash
# OpenROAD 26Q1-2900-gdf79404cd8, Yosys 0.63+post, stock flow scripts
make -C /OpenROAD-flow-scripts/flow DESIGN_CONFIG=/design/flow/config.mk WORK_HOME=/design/flow/orfs finish
==> design/flow/config.mk <==
export PLATFORM = sky130hd
export DESIGN_NAME = alu
export DESIGN_NICKNAME = alu
export VERILOG_FILES = /design/flow/design.v
export SDC_FILE = /design/flow/constraint.sdc
export NUM_CORES = 4
export LEC_CHECK = 1
export CORE_UTILIZATION = 30
==> design/flow/constraint.sdc <==
current_design alu

set clk_period 11.5
set clk_io_pct 0.2

create_clock -name clk0 -period $clk_period

set non_clock_inputs [all_inputs -no_clocks]
set_input_delay [expr $clk_period * $clk_io_pct] -clock clk0 $non_clock_inputs
set_output_delay [expr $clk_period * $clk_io_pct] -clock clk0 [all_outputs]
==> qor.yml <==
status: "finished, final reports clean"
maxSlewViolCount: 0
drive_gt1_share_pct: 9.95
drv_cap: 0
ys_sh_adder_pct: 13.9
slowest_delay_ns: 1.19
route.detailed.drc: 0
path_common_cell: "and4b_1"
top_cells_by_area: "ha_1 13%, mux4_2 9.3%, mux2i_1 6.7%"
ys_seq_share_pct: 0
finalCritPeriodShare_pct: 86.2
synth_cell_types: 88
fin_tns_setup_ns: 0
final_cells: 1809
synthTopLogicFamily: "AND-OR/OR-AND gates"
track_usage_pct: 31.9
first_pass_iters: 6
setup_violations: 0
antenna_found_initial: 1
num_io_pins: 101
cp_top_family: "AND-OR/OR-AND gates"
required_ns: 9.20
vias_per_cell: 6.51
period_minus_slack_ns: 9.92
netlist.area_leader.share_pct: 13.5
final_layout_top_logic_cells: "126 x nand2_1, 109 x nor2_1, 104 x ha_1, 96 x clkdlybuf4s50_1, 95 x inv_1"
io_buffer_count: 101
relSlewSlack_pct: 6.73
drt-total-wl_mm: 52.3
worstHoldPathType: "input pin to primary output"
layout_top_cell: "nand2_1"
startpoint: "data2[0]"
die_area_um2: 32900
rsz0062_at_grt: "false"
syn_to_final_growth_pct: 13.3
num_antenna_cells: 0
fmax_ghz: 0.101
path_cells: "buf_4 -> ha_1 -> inv_1 -> fa_1 -> nor3b_1 -> o311ai_0 -> nand4_1 -> o21ai_0 -> xnor2_1 -> a2111oi_0 -> o2111a_1 -> nand4b_1 -> nor4_1 -> and4b_1 -> and4b_1 -> clkdlybuf4s50_1"
globalRouteOverflowTotal: 0
crit_path_top_delay_cell: "a2111oi_0"
syn_area_per_cell_um2: 7.01
flop-count: 0
path_depth: 16
clkbuf_count: 0
warnings: 104
num_rows: 65
drtIter0Drc: 1354
aoi_share_pct: 33.9
cp.arrival_ns: 7.62
ys_sh_simple_pct: 21.5
fp-utilization_pct: 30.6
coreArea_um2: 31600
ctsResizeCount: 0
vias: 11773
peakVddDrop_mv: 0.0187
final_util_pct: 34.6
dp_hpwl_mm: 41.7
pre_cts_ws_ns: 1.59
cts-hold-fix-buffers: 0
place.gp.congestion: 1.04
ant_nets: 0
grt_pass1_wl_mm: 76.8
avgRoutedWirePerCell_um: 28.9
yosys_cells: 1379
grt_pass1_vias: 11096
die_x_um: 182
grt_max_degree: 66
finalHoldViolations: 0
top_area_cell: "ha_1"
dpl.cell_count: 1809
endpoint: "zero"
cp_max_fo: 54
synthCells: 1379
setup_slack_ns: 1.58
seq_area_um2: 0
ys_sh_mux_pct: 19.2
ys_sh_xor_pct: 2.27
startpoint_type: "input pin"
path_class: "input pin to primary output"
syn_area_um2: 9670
ys_chip_area_um2: 9670
p_leak_uw: 0.00452
die_h_um: 182
end_kind: "primary output"
crit_buf_inv: 3
tightest_slew_ns: 1.36
ys_warn_count: 1
powerDensity_nw_per_um2: 52.6
post_cts_buffers: 0
[per-stage QoR]
| stage | power (uW) | hold WS [ns] | instance area (um^2) |
|---|---|---|---|
| 2_1_floorplan | 338 | 4.80 | 9670 |
| 3_3_place_gp | 565 | 5.72 | 11000 |
| 3_5_place_dp | 558 | 5.70 | 11000 |
| 4_1_cts | 561 | 5.70 | 11000 |
| 5_1_grt | 610 | 5.77 | 11000 |
| 6_report | 576 | 5.70 | 11000 |
[logic make-up (layout without fill, tap and decap cells)]
logic type | count (synthesis) | in the layout
AOI/OAI and AO/OA | 476 | 476
and+or+nand+nor | 429 | 429
buffers and inverters | 211 | 239
muxes | 132 | 132
adders and majority gates | 106 | 106
xor gates and xnor gates | 25 | 25
[area by class of cell]
cell class	instances	area, um^2
Tap cell	402	503
Inverter	99	372
Fill cell	3355	20700
Multi-Input combinational cell	1168	8790
Timing Repair Buffer	140	1290
[tightest hold or removal path, stage by stage]
cell and delay (ns):
buf_2 0.25, a21oi_1 0.21, a211o_1 0.16, clkdlybuf4s50_1 0.47
[per-layer routing]
layer	vias up	GRT usage [%]	part of all wire, %
li1	5273	-	-
met1	5745	46.2	43
met2	678	49.7	45
met3	77	5.56	9.1
met4	0	7.29	2.9
met5	-	0	0
[where the power goes]
part / leakage (uW) / internal (uW) / switching, uW
combinational: 0.00452 / 216 / 360
sequential: 0 / 0 / 0
clock: 0 / 0 / 0
[synthesized netlist by cell type (all sizes together), types with 10 or more instances]
cell and count:
nand2b 21, ha 104, inv 98, o211ai 32
or3 16, mux4 40, o21ai 92, a21o 14
o22ai 20, a21oi 90, buf 56, o31a 10
o211a 11, a221oi 13, o221ai 11, a211oi 22
nor4 18, a211o 12, nand3 33, nand2 127
mux2 27, clkbuf 56, o31ai 13, a22oi 19
a31oi 24, mux2i 65, nor2 109, nor2b 15
nor3 36, xnor2 22
[worst min-delay path by stage]
stage,slack (ns),startpoint,endpoint,cells past startpoint
final,5.70,data2[3],alu_result[3],4
after global routing,5.77,data2[3],alu_result[3],4
after CTS,5.70,data2[3],alu_result[3],4
Power is estimated from default activity; no workload was simulated.
