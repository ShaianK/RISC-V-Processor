<file path="flow/run.sh">
#!/bin/bash
# OpenROAD 26Q1-2900-gdf79404cd8, Yosys 0.63+post, stock flow scripts
make -C /OpenROAD-flow-scripts/flow DESIGN_CONFIG=/design/flow/config.mk WORK_HOME=/design/flow/orfs finish
</file>
<file path="flow/config.mk">
export PLATFORM = sky130hd
export DESIGN_NAME = regfile
export DESIGN_NICKNAME = regfile
export VERILOG_FILES = /design/flow/design.v
export SDC_FILE = /design/flow/constraint.sdc
export NUM_CORES = 4
export LEC_CHECK = 1
export CORE_UTILIZATION = 30
</file>
<file path="flow/constraint.sdc">
current_design regfile

set clk_period 8.4
set clk_io_pct 0.2

create_clock -name clk0 -period $clk_period [get_ports {clk}]

set non_clock_inputs [all_inputs -no_clocks]
set_input_delay [expr $clk_period * $clk_io_pct] -clock clk0 $non_clock_inputs
set_output_delay [expr $clk_period * $clk_io_pct] -clock clk0 [all_outputs]
</file>
<file path="flow/design.v">
module regfile(
    input clk,
    input RegWrite,
    input [4:0] read_reg_1,
    input [4:0] read_reg_2,
    input [4:0] write_register,
    input [31:0] write_data,
    output reg [31:0] read_data_1,
    output reg [31:0] read_data_2
);
    reg [31:0] x [31:0];
    integer i;
    initial begin
        for (i = 0; i < 32; i = i + 1) begin
            x[i] = 32'b0;
        end
    end
    assign read_data_1 = x[read_reg_1];
    assign read_data_2 = x[read_reg_2];
    always @(posedge clk) begin
        if (RegWrite && write_register != 0) begin
            x[write_register] <= write_data;
        end
        x[0] <= 32'b0;
    end
endmodule
</file>
==> CHANGELOG.md <==
### Implementation results

- Power density over the cells: around 210 nW/µm²
- Maximum number of pins on one net before global-route repair: 83
- Slowest cell on crit path: sky130_fd_sc_hd__buf_4
- Root buffer selected by CTS: sky130_fd_sc_hd__clkbuf_16
- Worst-path maximum fanout: 40
- Endpoint required time on the critical path: 6.72 ns
- Antenna Nets Post-Route: 0
- IO Count: 113
- Result of the run: finished, final reports clean
- Worst Tran Pin Value: 0.9724 ns
- Cell-by-cell listing of the critical path: buf_8, buf_4, buf_4, mux4_2, mux2i_1, and2_1, o31ai_1, clkdlybuf4s50_1
- Instance count after placement with tap cells included: 4506
- Global-route total usage across every layer: about a fifth
- Category of the worst setup path launch point: input port
- Maximum level of the CTS H-tree: 3
- Final setup violation count: 0
- Sum Neg Setup Slack: 0 ns
- Die Width: 394.0 µm
- Comb gate area: 15560 µm²
- Top post-synthesis cells by count: sky130_fd_sc_hd__edfxtp_1 (992), sky130_fd_sc_hd__mux4_2 (384), sky130_fd_sc_hd__a22o_1 (192)
- Count of state elements after synthesis: 992
- Minimum period implied by the final worst setup slack: 6.741 ns
- Hold buffer count at cts: 0
- GRT overflow: 0
- Top cell by count, worst path: sky130_fd_sc_hd__buf_4
- Buffer levels on the longest clock path: 3
- Area occupied by registers: 29790 µm²
- Launching element of the worst setup path: read_reg_1[0]
- Post-synth tally of flip-flops with integrated enable: 992
- Number of design rule violations left after detail routing: 0
- TritonCTS clock tree: built
- Distinct cells, synth: 26
- Syn Area/Cell: 18.84 µm²
- Number of flip-flops under the largest register name: around 1000
- Maximum clock frequency: 0.1484 GHz
- Synthesized netlist cell count: approximately 2400
- Clock Pin Slew Worst Setup and Hold Paths: 0.06 ns
- Violation count after the first detailed-routing iteration: 1714
- Crit path to: read_data_1[0]
- Final clock period utilization by the worst path: 80.25%
- Filler-free cell count of the finished design: 4696
- Unrepaired setup endpoints after global routing: false
- Number of antenna violations at the first check in global routing: 8
- Fillers: 13904
- Fraction of final layout cells with drive strength greater than 1: 29.58%
- Port Buf Inserts: about 110
- Drt total wl: about 140000 µm
- Via-per-instance ratio: 5.601
- Syn Std Cell Area: 46100 µm²
- Hold violation count in the final report: 0
- Most flops, register: x
- First drt pass iteration count: 5
- Final Slew Violations: 0
- Synth-to-layout area growth: 16.08%
- Starting density of the core: 30.27%
- Area of the core region: 152300 µm²
- Worst min-delay path class: in -> reg
- Top area contributor share: 64.62%
- Post-synthesis async set-or-reset flop share: 0%
- DR WL/cell: 30.66 µm
- Most common reg cell: sky130_fd_sc_hd__edfxtp_1
- Warnings, synthesis: 3
- Post-CTS setup buffer count: 0
- Vertical die size: 394.0 µm
- Delay of the slowest cell on the worst path: around 0.66 ns
- Cell taking the most area after synthesis: sky130_fd_sc_hd__edfxtp_1
- Summed standard-cell area reported by yosys: 46100 µm²
- Vias in the first global route: 29428
- Sequential share of the synthesized area: between 60% and 70%
- Leakage power summed over all cells: 17.01 nW
- Most frequently used cell type in the post-synthesis netlist: sky130_fd_sc_hd__edfxtp_1
- Crit path capture type: output port
- Worst VDD drop: 0.0001867 V
- Registers with the most flip-flops: x x992
- Max Cap Violations: 0
- Sinks on Clock Net: between 900 and 1000
- Worst Path Class, Setup: in -> out
- Max_slew headroom: 35.02%
- First-pass GRT wire length: 206600 µm
- Chip area: 155200 µm²
- Final Wtd Congestion: between 0.8 and 0.9
- Biggest area cells: sky130_fd_sc_hd__edfxtp_1 (65%), sky130_fd_sc_hd__mux4_2 (19%), sky130_fd_sc_hd__a22o_1 (3.6%), sky130_fd_sc_hd__mux2i_1 (3.5%), sky130_fd_sc_hd__mux2_2 (1.6%)
- Total cells reported by yosys after synthesis: 2447
- CP Data Arrival Time: 5.06 ns
- Placement row count: ~140
- Number of warnings in the stage logs: 25
- Number of vias after detailed routing: 26303
- Final HPWL DP: 83170 µm
- Cell resize tally after clock tree synthesis: 0
- Number of CTS-inserted buffers: 104
cell type report:
class	instances	area share, %
Timing Repair Buffer	240	4.013
Sequential cell	992	55.67
Tap cell	2030	4.747
Clock buffer	121	5.102
Multi-Input combinational cell	1242	29.08
Inverter	2	0.01637
Clock inverter	67	1.361
Antenna cell	2	0.009353
worst min-delay path by stage:
stage              start         to  slack, ns  cells past startpoint
6_report  write_data[27]  x[11][27]       1.82                      2
5_1_grt    write_data[1]   x[23][1]       1.83                      2
4_1_cts   write_data[27]   x[7][27]       1.78                      2
critical path: cells and delay by family:
family | cells | cell delay (ns)
mux | 2 | 0.40
buf+inv | 4 | 2.21
simple gates | 1 | 0.17
compound gates | 1 | 0.50
power by group:
group	leakage [nW]	internal (mW)	switching (mW)
clock network	1.69	2.75	1.94
logic	6.38	0.439	0.580
registers	8.94	5.51	0.0234
total	17.0	8.70	2.54
cell families after synthesis:
| family | synth area share (%) |
|---|---|
| AND-OR/OR-AND | 7.296 |
| buffers and inverters | 2.283 |
| flip-flops | 64.62 |
| multiplexers | 23.80 |
| AND/OR/NAND/NOR | 2.000 |
routing by layer:
layer  vias to the layer above  wire length (µm)  global-route usage (%)
met5                         -               383                   1.601
met4                        22              4855                   5.454
met3                       289             24830                   15.59
met2                      1885             68800                   30.36
met1                     13297             45100                   20.93
li1                      10810                 -                       -
layout by cell type, fill, tap and decap left out, types with 33 or more instances in the layout:
master	count
sky130_fd_sc_hd__mux4_2	384
sky130_fd_sc_hd__o22ai_1	64
sky130_fd_sc_hd__clkbuf_16	107
sky130_fd_sc_hd__a22o_1	192
sky130_fd_sc_hd__a211oi_1	64
sky130_fd_sc_hd__nor2_4	33
sky130_fd_sc_hd__o31ai_1	64
sky130_fd_sc_hd__o21ai_1	64
sky130_fd_sc_hd__mux2i_1	160
sky130_fd_sc_hd__clkdlybuf4s50_1	102
sky130_fd_sc_hd__mux2_2	64
sky130_fd_sc_hd__nand2_1	65
sky130_fd_sc_hd__buf_4	128
sky130_fd_sc_hd__edfxtp_1	992
stage by stage:
stage / power (mW) / util, % / cell area (µm²) / hold WS (ns) / setup WS [ns]
floorplan: 6.195 / - / 46100 / 1.779 / 3.546
global placement: 6.656 / 32.87 / 50050 / 2.514 / 1.634
detailed placement: 6.656 / 32.87 / 50050 / 2.515 / 1.607
CTS: 11.30 / 35.14 / 53500 / 1.782 / 1.597
global route: 11.53 / 35.14 / 53500 / 1.830 / 1.439
finish: 11.24 / 35.14 / 53510 / 1.823 / 1.659
Power and IR drop assume default switching activity.
