==> design.v <==
module data_mem(
    input               clk,                  
    input               MemWrite,             
    input               MemRead,              
    input       [31:0]  addr,          
    input       [31:0]  write_data,    
    output reg  [31:0]  read_data 
);
    reg [31:0] memory [0:255];
    integer i;
    initial begin
        for (i = 0; i < 256; i = i + 1) begin
            memory[i] = 32'h00000000;
        end
    end
    always @(posedge clk) begin
        if (MemWrite) begin
            memory[addr[9:2]] <= write_data;
        end
    end
    always_comb begin
        if (MemRead) begin
            read_data = memory[addr[9:2]];
        end
        else begin
            read_data = 32'b0;
        end
    end
endmodule
==> run.sh <==
#!/bin/bash
# OpenROAD 26Q1-2900-gdf79404cd8, Yosys 0.63+post, stock flow scripts
make -C /OpenROAD-flow-scripts/flow DESIGN_CONFIG=/design/flow/config.mk WORK_HOME=/design/flow/orfs finish
==> config.mk <==
export PLATFORM = sky130hd
export DESIGN_NAME = data_mem
export DESIGN_NICKNAME = data_mem
export VERILOG_FILES = /design/flow/design.v
export SDC_FILE = /design/flow/constraint.sdc
export NUM_CORES = 4
export LEC_CHECK = 1
export CORE_UTILIZATION = 50
export SYNTH_MEMORY_MAX_BITS = 65536
==> constraint.sdc <==
current_design data_mem

set clk_period 55.9
set clk_io_pct 0.2

create_clock -name clk0 -period $clk_period [get_ports {clk}]

set non_clock_inputs [all_inputs -no_clocks]
set_input_delay [expr $clk_period * $clk_io_pct] -clock clk0 $non_clock_inputs
set_output_delay [expr $clk_period * $clk_io_pct] -clock clk0 [all_outputs]
==> reports/notes.md <==
* finished clean — run status
* buffers and inverters — kind of cell adding the most delay to the critical path
* 6.19 — mean number of vias per cell
* in2out — class of the most critical setup path
* 314000 um^2 — Yosys chip area
* 9820 uW — internal power of the cells
* 950 ps — maximum cell stage delay along the critical path
* 0 — post-detailed-route count of antenna-violating nets
* 265000 um — sum of routed wire segments on met1
* 0.541 — sequential fraction of design power
* 8192 — Seq cells post-synth
* 0 — hold bufs inserted after CTS
* buf_16 -> buf_4 -> buf_4 -> buf_4 -> buf_4 -> buf_4 -> buf_4 -> buf_4 -> buf_4 -> buf_4 -> mux2_2 -> o21ai_0 -> a21oi_1 -> a2111oi_0 -> nand3_1 -> a21oi_1 -> a2111oi_1 -> clkdlybuf4s50_1 — cells traversed along the worst timing path
* 0.898 — final weighted congestion of routability-driven global placement
* 246000 um^2 — footprint of the flip-flops and latches
* 0 — number of pins with negative max-slew slack in the final report
* 0 — DRC errors left
* 0.225 — fraction of final layout cells sized beyond drive strength 1
* 0.0321 GHz — Highest Clock Rate
* in2reg — Worst Hold Class
* 8192 — number of flip-flops in the largest register
* 0 — total of endpoints with negative setup slack in the final report
* no — unrepaired setup endpoints after global routing
* 0.783 — Synth Seq Share
* write_data[0] — Hold Startpoint
* 156000 — vias post-DR
* 35.3 nW/um^2 — P per Cell Area
* 56 — Netlist cell types
* 46 — number of antenna violations at the first check in global routing
* 0.112 uW — LEAKAGE
* 0.0377 mV — maximum resistive drop on vdd
* 290 — number of placement rows
* done — clock tree from TritonCTS
* 31150 ps — final critical delay including setup and external delays
* input pin — kind of start point of the critical path
* 631000 um^2 — floorplan die area
* 60 ps — clock edge transition at the registers on the reported setup and hold paths
* 74 — quantity of I/O buffers inserted on ports
* 0 — number of setup buffers added after CTS
* 0 — GRT Residual Overflow
* 795 um — height of the chip
* 44720 ps — required time at the worst-slack endpoint
* 6 — H-tree levels
* 1 — Ys Warns
* 11 — total buffers and inverters traversed by the critical path
* a2111oi_1 — slowest stage cell on the critical path
* 63 — largest fanout of any net on the critical path
* 8192 — Sink Count
* edfxtp_1 (8192), mux2i_1 (1418), mux4_2 (1154) — top library cells by usage in the layout, fill and taps aside
* 4 — Bufs on Longest Clock Path
* 65800 um^2 — Logic cell area
* 2690 uW — switching power total
* 0.0673 — max_slew headroom
* 0.557 — Period Utilization, post-route
* 0.049 — Logic pwr share
* memory[53][0]$_DFFE_PP_ — hold path endpoint
* 15300 — Syn Inst Count
* 0 — Async SR Flop Fraction
* 0 — number of failing hold endpoints at the final stage
* 393000 um — met2 WL post-DR
* 7 — detailed-router iteration count before antenna repair
* 12.9% — Area Overhead vs Synth
* 178000 um — metal3 WL
* 0.503 — initial standard-cell utilization of the core
* 0 ps — setup TNS
* 123 — pin count of the biggest net entering global routing
* 0 — post-cts sizing count
* clkbuf_16 — CTS root buf
* 34.9 um — final routed wire length divided by cell count
* 795 um — width of the die
* 9846 — initial DRC count
* 314000 um^2 — post-synthesis instance area
* 1230000 um — first-pass GRT wire length
* 12500 uW — total power of the final layout
* 167000 — via count of the first global-routing pass
* 99 — I/O pin count
* 813 — number of clock buffers inserted by TritonCTS
* 8192 — EDFF count, synth
* 0 — count of max-cap constraint violations
* edfxtp_1 — most frequent logic cell in the layout
* 0.215 — Sw Share
* primary output — crit path capture type
* 20.5 um^2 — synthesized area per cell
* 0.314 — Total GRT Usage
* 625000 um^2 — Placeable Area
* 15300 — ys cells
* 19970 ps — data arrival time at the worst-slack endpoint
* 1 — Min-Delay Path Depth
* met5 — uppermost layer routed
* buf_4 — dominant cell type by count on the critical path
* 1380 ps — transition time at the pin with the least slew margin
* edfxtp_1 — Dominant flop cell
* 45400 — filler instances
* 58 — warning total across the stage logs
* 0.410 — Clk network pwr share
* 877000 um — aggregate routed wire length
* 505000 um — half-perimeter wire length of the detailed placement result
[power groups by stage]
| stage | registers [uW] | logic (uW) | clock network (uW) |
|---|---|---|---|
| 4_1_cts | 6770 | 611 | 5200 |
| 5_1_grt | 6770 | 650 | 5430 |
| 6_report | 6770 | 612 | 5130 |
[layer usage]
metal / vias to the layer above / GRT usage
li1: 65700 / -
met1: 77800 / 0.392
met2: 10600 / 0.422
met3: 1579 / 0.271
met4: 68 / 0.103
met5: - / 0.0319
[cells in the mapped netlist (32+ instances only)]
cell,number,area [um^2]
buf_2,325,1630
and3_1,34,213
a22o_1,32,280
buf_6,54,608
nand2_1,167,627
o221ai_1,62,543
nand3_1,181,906
buf_4,98,736
buf_1,60,225
clkbuf_1,378,1420
mux2_2,348,3920
a21oi_1,383,1920
nor3_1,37,185
a221oi_1,126,1100
a211oi_1,181,1360
o22ai_1,416,2600
nor4_1,82,513
a2111oi_0,155,1360
nand4_1,135,845
nor2_1,480,1800
mux4_2,1154,26000
edfxtp_1,8192,246000
nor2b_1,192,1200
a22oi_1,70,526
o21ai_0,349,1750
mux2i_1,1418,14200
[metrics by stage]
stage | area [um^2] | utilization | instances | hold slack, ps | setup slack, ps
floorplan | 314000 | - | 15300 | 11280 | 31420
global placement | 330000 | 0.528 | 23700 | 11540 | 24720
global route | 355000 | 0.568 | 25100 | 10380 | 24290
detailed placement | 330000 | 0.528 | 23700 | 11550 | 24720
CTS | 355000 | 0.568 | 25100 | 10310 | 24720
finish | 355000 | 0.568 | 25200 | 10380 | 24750
[logic make-up after synthesis]
| family | Yosys count | synth area share |
|---|---|---|
| mux | 2920 | 0.140 |
| flops | 8192 | 0.783 |
| compound gates | 1877 | 0.0393 |
| buf+inv | 927 | 0.0151 |
| simple gates | 1387 | 0.0222 |
[layout make-up]
class	instances	share of cell area
flip-flops and latches	8192	0.693
multi-input cells	6184	0.185
clock buffers	1040	0.0605
well taps	8322	0.0293
repair buffers	949	0.0218
clock inverters	422	0.00920
diodes	50	0.000353
inverters	3	0.0000529
[how the worst max path moves through the flow]
stage	startpoint	end	slack, ps	cells after the start
final	addr[3]	read_data[14]	24750	18
after global routing	addr[3]	read_data[27]	24290	19
after CTS	addr[3]	read_data[4]	24720	19
Power and IR drop assume default switching activity.
